### ./config.mk
export PLATFORM = sky130hd
export DESIGN_NAME = inputSerializer
export DESIGN_NICKNAME = inputSerializer
export VERILOG_FILES = /design/flow/design.v
export SDC_FILE = /design/flow/constraint.sdc
export NUM_CORES = 4
export LEC_CHECK = 1
export CORE_AREA = 10 10 96 96
export DIE_AREA = 0 0 106 106
### ./constraint.sdc
current_design inputSerializer

set clk_period 3.5
set clk_io_pct 0.2

create_clock -name clk0 -period $clk_period [get_ports {clk}]

set non_clock_inputs [all_inputs -no_clocks]
set_input_delay [expr $clk_period * $clk_io_pct] -clock clk0 $non_clock_inputs
set_output_delay [expr $clk_period * $clk_io_pct] -clock clk0 [all_outputs]
### ./design.v
module inputSerializer #(
    parameter numInputs = 16, dataWidth = 8, counterWidth = $clog2(numInputs+1)
) (
    input    logic                              clk,
    input    logic                              reset,
    input    logic                              enable,
    input    logic [dataWidth*numInputs-1:0]    serializerIn,  
    output   logic [counterWidth-1:0]           counterOut,
    output   logic                              counterValid,
    output   logic [dataWidth-1:0]              serializerOut  
    );
    logic delay;
    always_ff @ (posedge clk) begin
        if (reset) begin
            delay <= 0;
        end 
        else if (enable && !delay) begin
            delay <= delay + 1;
        end
    end
    always_ff @ (posedge clk) begin
        if (reset) begin
            counterOut <= 0;
            counterValid <= 0;
        end 
        else begin
            if (counterOut == numInputs - 1)begin
                counterOut <= 0;  
                counterValid <= 1;  
            end
            else if (!counterValid && enable && delay) begin
                counterOut <= counterOut + 1;
            end 
        end
    end
    always_comb begin
        if (!counterValid && enable && delay) begin
            serializerOut = serializerIn[(counterOut + 1) * dataWidth - 1 -: dataWidth];  
        end else begin
            serializerOut = '0;  
        end
    end
endmodule
### ./run.sh
#!/bin/bash
# OpenROAD 26Q1-2900-gdf79404cd8, Yosys 0.63+post, stock flow scripts
make -C /OpenROAD-flow-scripts/flow DESIGN_CONFIG=/design/flow/config.mk WORK_HOME=/design/flow/orfs finish
==> changes_impl.md <==
## Flow update

- Tot GR Track Use: 0.143
- Yosys Chip Area: 1840 um2
- Dpl hpwl: 6840 um
- OpenROAD warning count: 26
- Placed Instance Area: approximately 3300 um2
- Setup crit end kind: output pin
- FF+latch count, synth: 7
- Critical register-to-register path startpoint: counterOut[1]
- Post-placement worst setup slack: 0.143 ns
- Pin count of the biggest net entering global routing: 47
- Warnings, synthesis: 1
- Fin Clk Skew: 0.00383 ns
- Mean number of vias per cell: between 5 and 6
- Number of distinct library cell variants in the gate-level netlist after synthesis: 50
- Top cell type by total area after synthesis: sky130_fd_sc_hd__mux4_2
- Max Clock Freq: 0.296 GHz
- Antenna violation net count after detailed routing: 0
- Wire per inst: 19.0 um
- Leakage dissipation: 1.17 nW
- Depth of the worst register-to-register path: 4
- Number of buffers between clock root and the deepest sink: 2
- Run status: finished, final reports clean
- Clock latency of the later-clocked register in the worst-skew pair: 0.22 ns
- Layout cell share with drive strength beyond 1: 0.222
- Portion of the post-synthesis area used by sequential elements: 0.0761
- Post-route DRC violation count: 0
- Slew at the pin with the worst max-slew slack: roughly 0.51 ns
- Cell area leaders: sky130_fd_sc_hd__mux4_2 (29%), sky130_fd_sc_hd__mux2_2 (7.9%), sky130_fd_sc_hd__dfxtp_1 (7.6%)
- Port Buffer Count: 144
- Count of library flops with an enable pin: 0
- Dominant logic cell types in the final layout: sky130_fd_sc_hd__clkdlybuf4s50_1 (144), sky130_fd_sc_hd__mux4_2 (24), sky130_fd_sc_hd__nand2_1 (18)
- Worst voltage drop across the vdd grid: approximately 390 uV
- Core ar.: 7210 um2
- Hold_sp: delay
- Worst max-slew margin expressed relative to the limit: 0.663
- Final critical path time including I/O delays and setup: ~3.4 ns
- Fraction of synthesized cell area taken by the top area cell type: 0.293
- Die Height: roughly 110 um
- Initial core utilization: 0.255
- Slack of the critical path: 0.127 ns
- Hold-fix buffers, CTS: 0
- Max-cap check violation count: 0
- Worst EP arrival: 2.67 ns
- Sink of the worst hold path: delay
- Class of the most critical setup path: register to output pin
- Min-Delay Path Class: register to register
- Die Wd: between 100 and 150 um
- Clock slew at reported path FFs: 0.04 ns
- Via count of the first global-routing pass: 2,255
- Overall routed net length: 8070 um
- Endpoints failing setup: 0
- Length of the first detailed-routing pass in iterations: 4
- Number of DRC markers in iteration 0: 113
- Final number of max-transition violations: 0
- Synthesized area per cell: 10.1 um2
- Total I/O pin count: ~150
- Total number of placement rows: 31
- Smallest hold slack: 0.463 ns
- Share of the clock period used by the worst path: 0.964
- Number of H-tree levels: 1
- Combined area of all synthesized cells: ~1800 um2
- Async SR Flop Fraction: 0
- Total power: 0.000579 W
- Top cell excl fill/tap: sky130_fd_sc_hd__clkdlybuf4s50_1
- Required @ worst endpoint: around 2.8 ns
- Count of fill cells added during filler insertion: 669
- Critical path launch point type: register
- Number of sinks handled by clock tree synthesis: 7
- Synthesis-to-finish area growth: 88.4%
- Library cell used as clock root buffer: sky130_fd_sc_hd__clkbuf_8
- TritonCTS clock tree: yes
- Setup repair after global routing missed its margin: true
- Antenna diode count: 0
- Crit-path max FO: 17
- Final cell area excluding filler cells: 3470 um2
- Flop-to-flop setup slack: 2.11 ns
- Most used DFF post-synth: sky130_fd_sc_hd__dfxtp_1
- Number of vias in the routed layout: 2,138
- Number of antenna violations at the first check in global routing: 0
- Yosys cell count: 182
- Power density relative to cell area: between 150 and 200 nW/um2
- Number of stages on the worst hold path: 2
- Count of endpoints failing hold in the final timing report: 0
- Last weighted congestion value of the routability-driven placer: 0.877
- Global-route wire length before repair: 12,700 um
- GRT overflow: 0
- Number of buffers inserted during clock tree synthesis: 3
- Post-synthesis instance total: 182
- Critical Path Source: counterOut[1]
- Critical R2R Capture: counterOut[4]
- Area of the die: 11,200 um2
==> cell families after synthesis <==
kind of cell,share of synthesized area
simple gates,0.190
compound gates,0.190
mux,0.389
buf+inv,0.0944
xor+xnor,0.0462
flops,0.0761
fa+ha+maj,0.0136
==> power breakdown <==
group	leakage [nW]	switching (W)	total, W	internal [W]
clock	0.0228	0.0000330	0.000112	0.0000786
combinational	1.09	0.000126	0.000381	0.000255
sequential	0.0574	0.00000275	0.0000859	0.0000831
total	1.17	0.000162	0.000579	0.000417
==> flip-flops by register name, indices dropped and copies added, names as in the netlist <==
register and count:
counterOut 5, counterValid 1, delay 1
==> stage by stage <==
stage | setup TNS, ns | utilization | std cells
finish | 0 | 0.481 | 424
global route | -0.0590 | 0.481 | 424
CTS | 0 | 0.473 | 423
detailed placement | 0 | 0.464 | 419
global placement | 0 | 0.464 | 419
floorplan | 0 | - | 182
==> how the worst max path moves through the flow <==
stage | endpoint | slack (ns)
final | serializerOut[2] | 0.13
after CTS | serializerOut[0] | 0.03
after global routing | serializerOut[3] | -0.03
==> layer usage <==
layer,vias up,GRT usage,wire length (um)
met1,999,0.184,3350
met3,14,0.0349,513
met5,-,0,0
met2,97,0.241,4020
met4,0,0.0271,182
li1,1028,-,-
==> worst max-delay path, stage by stage, from the launching register on <==
cell	delay, ns
sky130_fd_sc_hd__dfxtp_1	0.33
sky130_fd_sc_hd__ha_4	0.16
sky130_fd_sc_hd__buf_4	0.20
sky130_fd_sc_hd__o211a_1	0.25
sky130_fd_sc_hd__o21ai_4	0.18
sky130_fd_sc_hd__xor2_4	0.29
sky130_fd_sc_hd__mux2_2	0.37
sky130_fd_sc_hd__a31oi_1	0.17
sky130_fd_sc_hd__clkdlybuf4s50_1	0.50
==> what timing repair did <==
action                                  CTS  global route
pin swaps                                 0             2
buffers inserted                          0             1
resized                                   4             9
endpoints found under the setup margin    8             8
==> cell usage after synthesis, types with 4 or more instances <==
master	instances
sky130_fd_sc_hd__buf_2	4
sky130_fd_sc_hd__buf_4	7
sky130_fd_sc_hd__mux2_2	13
sky130_fd_sc_hd__mux4_2	24
sky130_fd_sc_hd__nor2b_1	7
sky130_fd_sc_hd__nand2_1	18
sky130_fd_sc_hd__dfxtp_1	7
sky130_fd_sc_hd__nor3_1	4
sky130_fd_sc_hd__a41o_1	5
sky130_fd_sc_hd__nand3_1	11
sky130_fd_sc_hd__nor2_1	7
sky130_fd_sc_hd__a31oi_1	5
sky130_fd_sc_hd__buf_6	7
sky130_fd_sc_hd__nand3b_1	5
sky130_fd_sc_hd__a22oi_1	5
==> area by class of cell <==
cell class	instances	area (um2)	area share
inverters	1	3.75	0.00108
clock buffers	4	45.0	0.0130
flip-flops and latches	7	141	0.0408
repair buffers	159	1560	0.450
multi-input cells	154	1600	0.460
well taps	99	124	0.0357
Power is estimated from default activity; no workload was simulated.
