<file path="/design/flow/run.sh">
#!/bin/bash
# OpenROAD 26Q1-2900-gdf79404cd8, Yosys 0.63+post, stock flow scripts
make -C /OpenROAD-flow-scripts/flow DESIGN_CONFIG=/design/flow/config.mk WORK_HOME=/design/flow/orfs finish
</file>
<file path="/design/flow/config.mk">
export PLATFORM = sky130hd
export DESIGN_NAME = hardmax
export DESIGN_NICKNAME = hardmax
export VERILOG_FILES = /design/flow/design.v
export SDC_FILE = /design/flow/constraint.sdc
export NUM_CORES = 4
export LEC_CHECK = 1
export CORE_UTILIZATION = 40
</file>
<file path="/design/flow/constraint.sdc">
current_design hardmax

set clk_period 5.9
set clk_io_pct 0.2

create_clock -name clk0 -period $clk_period [get_ports {clk}]

set non_clock_inputs [all_inputs -no_clocks]
set_input_delay [expr $clk_period * $clk_io_pct] -clock clk0 $non_clock_inputs
set_output_delay [expr $clk_period * $clk_io_pct] -clock clk0 [all_outputs]
</file>
<file path="/design/flow/design.v">
module hardmax #(
    parameter dataWidth = 16, numOutputs = 10, addressWidth = $clog2(numOutputs)
) (
    input   logic                               clk,
    input   logic                               reset,
    input   logic   [dataWidth*numOutputs-1:0]  dataIn,
    input   logic                               enable,
    output  logic   [addressWidth-1:0]          maxIndex,
    output  logic   [dataWidth-1:0]             maxValue,
    output  logic                               maxValid
);
    logic [addressWidth-1:0]    indexCounter;
    logic [dataWidth-1:0]       currentValue;
    assign currentValue = dataIn[indexCounter*dataWidth +: dataWidth];
    always_ff @ (posedge clk) begin
        if (reset) begin
            maxValue <= '0;
            indexCounter <= '0;
            maxValid <= 0;
        end 
        else if (enable && !maxValid) begin
            if (currentValue > maxValue || indexCounter == 0) begin
                maxValue <= currentValue;
                maxIndex <= indexCounter;
            end
            if (indexCounter == numOutputs - 1) begin
                indexCounter <= '0;  
                maxValid <= 1;
            end 
            else begin
                indexCounter <= indexCounter + 1;  
            end
        end 
    end
endmodule: hardmax
</file>
==> flow_summary.yaml <==
# implementation run metrics
route:
  wl_per_cell_um: 16.18
  drt_iter0_drc: 132
  antenna-diode-count: 0
  postRouteAntennaNets: 0
  routed_via_density: 5.332
  vias: 3242
  drc: 0
  finalWirelength_um: 9840
  dr.pass1.iters: 4
worst_setup_path:
  critPathMaxFanout: 17
  end_kind: "flip-flop"
  r2r_start: "indexCounter[1]"
  crit-reg2reg-capture: "maxIndex[0]"
  r2r_slack_ps: 1380
  setup.worst_path.class: "primary input to flip-flop"
  timing.critical_path.required_ps: 5880
  r2r_cells: 11
  crit_arrival_ps: 4580
  critPathLaunchType: "primary input"
finish:
  syn_to_final_growth_pct: 65.23
  drive_gt1_share_pct: 9.430
  layout_top_cell: "clkdlybuf4s50_1"
  layout.cells.non_filler: 608
  final_cell_area_um2: 4928
  post-route-util_pct: 68.31
  layout_top_cells: "clkdlybuf4s50_1 (183), nand2_1 (33), mux2i_1 (32)"
floorplanning:
  dieArea_um2: 7807
  dieWidth_um: 88.36
  die_h_um: 88.36
  ios: 184
  row_count: 31
  initial_core_util_pct: 41.35
  core-area_um2: 7214
final_timing:
  timing.hold.ws_ps: 519.3
  skew_ps: 4.413
  finalHoldViolations: 0
  tns_ps: 0
  maxSlewHeadroom_pct: 47.23
  grt_setup_unrepaired: "no"
  worst_pin_slew_ps: 791.5
  fin_crit_ps: 4608
  final_max_slew_viol_count: 0
  setup_viol: 0
  finalClockPeriodUsage_pct: 78.10
  worst_slack_ps: 1292
  fmax_mhz: 217.0
clock_tree:
  cts_tree: "built"
  insertion_delay_ps: 270
  postCtsHoldBufs: 0
  cts-resized-gates: 0
  clk_pin_slew_ps: 90
  clockBufferDepth: 2
  ctsHtreeMaxLevel: 1
  clock-sinks: 25
  root_buffer: "clkbuf_8"
  post_cts_buffers: 0
  cts_inserted_buffers: 3
power:
  ir_drop_mv: 0.08877
  leakage_nw: 1.767
  power_density_nw_per_um2: 143.9
  power_mw: 0.7094
logic_synthesis:
  ys.warnings.count: 1
  ff_type: "dfxtp_1"
  synth.avg_cell_area_um2: 8.799
  ys_sh_simple_pct: 20.18
  netlist_instances: 339
  ys_seq_share_pct: 18.12
  synthAoiAreaFrac_pct: 22.82
  logic_family: "AND-OR/OR-AND gates"
  mux_share_pct: 22.82
  yosysChipArea_um2: 2983
  ys_ff: 25
  ys_cells: 339
  edf_count: 4
  synth_area_um2: 2983
  ys_types: 44
  ys_sh_adder_pct: 6.711
  ys_sh_xor_pct: 0.5872
  synthArstFlopShare_pct: 0
hold_path:
  hp-class: "flip-flop to flip-flop"
  hp-start: "maxValid"
  min_path_cells: 2
  min_to: "maxValid"
placement:
  pre_cts_slack_ps: 1061
  routabilityCongestion: 0.9389
  dp.cells: 604
  dpl-instance-area_um2: 4883
  dpl.hpwl_um: 8172
  portBuffers: 183
global_routing:
  grt_pass1_vias: 3070
  antenna_found_initial: 0
  grt_max_degree: 49
  grt_pass1_wl_um: 15100
  grt-ovfl-total: 0
  grtUsageTotal_pct: 25.60
status:
  outcome: "complete, no violations"
run:
  maxCapViolCount: 0
  warning_count: 26
==> final cells by class <==
| class | count | area [um^2] |
|---|---|---|
| clock buffer | 4 | 45.04 |
| fill | 601 | 2286 |
| multi-input combinational | 255 | 2181 |
| timing repair buffer | 195 | 1922 |
| sequential | 25 | 544.3 |
| inverter | 30 | 112.6 |
| tap | 99 | 123.9 |
==> cells by family (layout without fill, tap and decap cells) <==
kind of cell | after synthesis | count (layout)
AND/OR/NAND/NOR | 106 | 106
AND-OR/OR-AND | 83 | 83
buffers and inverters | 59 | 229
multiplexers | 48 | 48
flip-flops | 25 | 25
adder cells (fa/ha/maj) | 16 | 16
XOR/XNOR | 2 | 2
==> flip-flops by register name (all words and copies together), names as in the netlist <==
register      cells
indexCounter      4
maxIndex          4
maxValid          1
maxValue         16
==> power breakdown <==
part           switching (mW)  total, mW  internal [mW]  leakage (nW)
Combinational           0.153      0.390          0.237          1.53
Sequential             0.0244      0.216          0.192         0.212
Clock                  0.0543      0.103         0.0483        0.0228
==> worst max-delay path by stage <==
stage     cells past startpoint        start  slack (ps)          end
4_1_cts                      11  dataIn[111]        1350  maxIndex[2]
5_1_grt                      12  dataIn[124]        1100  maxIndex[2]
6_report                     11  dataIn[111]        1290  maxIndex[0]
==> worst max-delay path, stage by stage <==
cell and delay (ps):
clkdlybuf4s50_1 390, mux4_2 460, nand2_1 70, and3_1 220, inv_1 60, ha_1 340
and4_4 260, nand4b_1 590, nand3_1 300, o31a_1 440, and2b_1 270
==> synth_stat cells, types with 5 or more instances <==
library cell	n	area, um^2
mux4_2	16	360.4
a211oi_2	9	112.6
nor2b_1	6	37.54
nand4_1	18	112.6
and3_1	15	93.84
dfxtp_1	21	420.4
mux2i_1	32	320.3
nor2_1	5	18.77
ha_1	16	200.2
buf_4	6	45.04
buf_2	7	35.03
clkbuf_1	11	41.29
inv_1	30	112.6
o21ai_0	17	85.08
a211oi_1	7	52.55
o32ai_1	16	140.1
nand2_1	33	123.9
a221oi_1	16	140.1
a21oi_1	6	30.03
and2_1	16	100.1
==> per-layer routing <==
layer / GRT usage [%] / share of wire (%) / up-vias
li1: - / - / 1647
met1: 37.34 / 43 / 1476
met2: 43.01 / 50 / 113
met3: 3.311 / 5.8 / 6
met4: 2.053 / 0.75 / 0
met5: 0 / 0 / -
Power and IR drop assume default switching activity.
