===== flow/run.sh =====
#!/bin/bash
# OpenROAD 26Q1-2900-gdf79404cd8, Yosys 0.63+post, stock flow scripts
make -C /OpenROAD-flow-scripts/flow DESIGN_CONFIG=/design/flow/config.mk WORK_HOME=/design/flow/orfs finish

===== flow/config.mk =====
export PLATFORM = sky130hd
export DESIGN_NAME = inputCounter
export DESIGN_NICKNAME = inputCounter
export VERILOG_FILES = /design/flow/design.v
export SDC_FILE = /design/flow/constraint.sdc
export NUM_CORES = 4
export LEC_CHECK = 1
export CORE_AREA = 10 10 70 70
export DIE_AREA = 0 0 80 80

===== flow/constraint.sdc =====
current_design inputCounter

set clk_period 1.2
set clk_io_pct 0.2

create_clock -name clk0 -period $clk_period [get_ports {clk}]

set non_clock_inputs [all_inputs -no_clocks]
set_input_delay [expr $clk_period * $clk_io_pct] -clock clk0 $non_clock_inputs
set_output_delay [expr $clk_period * $clk_io_pct] -clock clk0 [all_outputs]

===== flow/design.v =====
module inputCounter #(
    parameter numInputs = 16, counterWidth = $clog2(numInputs+1)
) (
    input    logic                      clk,
    input    logic                      reset,
    input    logic                      enable,
    output   logic [counterWidth-1:0]   counterOut,
    output   logic                      counterValid
    );
    logic delay;
    always_ff @ (posedge clk) begin
        if (reset) begin
            delay <= 0;
        end 
        else if (enable && !delay) begin
            delay <= delay + 1;
        end
    end
    always_ff @ (posedge clk) begin
        if (reset) begin
            counterOut <= 0;
            counterValid <= 0;
        end 
        else begin
            if (counterOut == numInputs - 1)begin
                counterOut <= 0;  
                counterValid <= 1;  
            end
            else if (!counterValid && enable && delay) begin
                counterOut <= counterOut + 1;
            end 
        end
    end
endmodule

==> results.tsv <==
metric	value	unit
status	finished with violations	
failed_checks	setup timing	
cts_buffer_depth	2	
slew_violations	0	
clock_latency	0.25	ns
dp_cells	92	
num_rows	21	
antenna_found_initial	0	
skew	0.00173	ns
cts_hold_buf	0	
hold_viol	0	
track_usage	3.09	%
synthCells	31	
area_delta_synth_final	115	%
cts_tree	built	
wl_per_cell	8.96	um
drtAntennaViolNets	0	
critPathMaxFanout	2	
worst_r2r_path_depth	6	
finalSetupViolCount	6	
slew_headroom	83.0	%
setup_tns	-0.513	ns
grt_pass1_vias	337	
leakagePower	0.289	nW
grt_max_degree	6	
crit_buf_inv	1	
layout-drive-gt1-share	61.0	%
core_area	0.00342	mm2
vias	316	
rsz0062_at_grt	true	
lay_top_cells	buf_4 (13), dfxtp_2 (6), nor2_1 (5)	
drc	0	
globalplace.congestion	0.720	
clock.fmax	752	MHz
ys_warn_count	1	
crit_required	1.39	ns
cts-root-buf	clkbuf_4	
timing.final.ws_setup	-0.130	ns
overflow	0	
path_clk_slew	0.05	ns
synth-cells-yosys	31	
whs_path_depth	2	
fp.dieH	80	um
cts_htree_levels	1	
cpPeakStageDelay	0.32	ns
numCtsBuffers	3	
chipArea	0.00640	mm2
grt_pass1_wl	1510	um
initial_core_util	8.79	%
cp-start-kind	flop	
viasPerCell	3.01	
die_w	80	um
ys_seq_share	46.7	%
rrSetupSlack	-0.13	ns
clkSinkCount	7	
num_antenna_cells	0	
finalClockPeriodUsage	111	%
warning_count	28	
yosys-stat-area	300	um2
port_buffers	8	
post_synth.cell_area_avg	9.69	um2
worst-setup-path-type	flop to flop	
ys_seq_elements	7	
drtIter0Drc	11	
holdPathEnd	delay$_SDFFE_PP0P_	
r2r-end	counterOut[4]$_SDFFE_PP0P_	
synth_cell_types	15	
pin_count	9	
totalWireLength	941	um
period_minus_slack	1.33	ns
whs	0.544	ns
hp-start	delay$_SDFFE_PP0P_	
fin_cells	105	
regToRegStartpoint	counterOut[0]$_SDFFE_PP0P_	
slowest_stage	dfxtp_2	
tightestPinTransition	0.252	ns
min_path_type	flop to flop	
finalPower	0.000530	W
p_per_area	820	mW/mm2
path_cells	buf_6 > ha_4 > and3_4 > ha_4 > or2_4 > a21oi_2	
syn-cell-area	300	um2
end_kind	flop	
ir_drop	0.465	mV
cp.arrival	1.52	ns
lay_top_count	buf_4	
drv_cap	0	
firstDrtPassIters	2	
cpMostUsedCell	ha_4	
crit_family	adder cells	
[cell type report]
type                       count  area (um2)
fill                         386        2770
multi-input combinational     23         209
timing repair buffer          24         201
sequential                     7         148
tap                           46        57.6
clock buffer                   4        26.3
inverter                       1        3.75
[cells in the mapped netlist, drive strengths merged]
library cell	number	area (um2)
a21oi	2	10.0
and3	1	6.26
dfxtp	7	140
ha	2	25.0
inv	1	3.75
mux2i	1	10.0
nand2	1	3.75
nand3	1	5.00
nand3b	1	20.0
nand4b	1	8.76
nor2	7	26.3
o21ai	1	5.00
or2	2	12.5
or3	1	6.26
xor2	2	17.5
[how the worst max path moves through the flow]
stage	start	endpoint	slack (ns)	cells past startpoint
final	counterOut[0]$_SDFFE_PP0P_	counterOut[4]$_SDFFE_PP0P_	-0.13	6
after global routing	counterOut[0]$_SDFFE_PP0P_	counterOut[4]$_SDFFE_PP0P_	-0.17	6
after CTS	counterOut[0]$_SDFFE_PP0P_	counterOut[4]$_SDFFE_PP0P_	-0.14	6
[timing repair]
item	4_1_cts	5_1_grt
pin swaps	7	2
endpoints found under the hold margin	0	0
resized	17	5
buffers inserted	7	2
endpoints found under the setup margin	11	7
[where the power goes]
part           switching (W)  leakage [nW]  internal, W
combinational      0.0000263         0.215    0.0000425
clock              0.0000889        0.0150     0.000127
sequential        0.00000572        0.0598     0.000239
total               0.000121         0.289     0.000409
[through the flow]
stage / utilization (%) / cell area [um2] / setup WS [ns]
4_1_cts: 18.3 / 626 / -0.137
3_5_place_dp: 15.2 / 518 / -0.218
6_report: 18.9 / 646 / -0.130
5_1_grt: 18.9 / 646 / -0.174
2_1_floorplan: - / 328 / -0.0592
3_3_place_gp: 15.2 / 518 / -0.212
[sequential cells by signal (all words and copies together), names as in the netlist]
register and cells:
delay 1, counterValid 1, counterOut 5
[logic make-up (layout without fill, tap and decap cells)]
family          count (synthesis)  in the layout  synth area share [%]
flops                           7              7                  46.7
buf+inv                         1             29                  1.25
compound gates                  3              3                  5.00
xor+xnor                        2              2                  5.83
simple gates                   15             15                  29.6
fa+ha+maj                       2              2                  8.33
mux                             1              1                  3.33
[worst reg2reg max path, cell delays in order, from the launching register on]
cell and delay, ns:
dfxtp_2 0.32, buf_6 0.11, ha_4 0.15, and3_4 0.15, ha_4 0.22, or2_4 0.22
a21oi_2 0.10
[routing by layer]
layer | global-route usage, % | share of wire [%]
met1 | 3.81 | 50
met2 | 4.01 | 36
met3 | 2.73 | 13
met4 | 0.352 | 0.64
met5 | 0 | 0
Power is estimated from default activity; no workload was simulated.
